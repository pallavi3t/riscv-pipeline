===== ./design.v =====
package rv32i_types;
typedef logic [31:0] rv32i_word;
typedef logic [4:0] rv32i_reg;
typedef logic [3:0] rv32i_mem_wmask;
typedef enum bit [6:0] {
    op_lui   = 7'b0110111,  
    op_auipc = 7'b0010111,  
    op_jal   = 7'b1101111,  
    op_jalr  = 7'b1100111,  
    op_br    = 7'b1100011,  
    op_load  = 7'b0000011,  
    op_store = 7'b0100011,  
    op_imm   = 7'b0010011,  
    op_reg   = 7'b0110011,  
    op_csr   = 7'b1110011   
} rv32i_opcode;
typedef enum bit [2:0] {
    beq  = 3'b000,
    bne  = 3'b001,
    blt  = 3'b100,
    bge  = 3'b101,
    bltu = 3'b110,
    bgeu = 3'b111
} branch_funct3_t;
typedef enum bit [2:0] {
    lb  = 3'b000,
    lh  = 3'b001,
    lw  = 3'b010,
    lbu = 3'b100,
    lhu = 3'b101
} load_funct3_t;
typedef enum bit [2:0] {
    sb = 3'b000,
    sh = 3'b001,
    sw = 3'b010
} store_funct3_t;
typedef enum bit [2:0] {
    add  = 3'b000,  
    sll  = 3'b001,
    slt  = 3'b010,
    sltu = 3'b011,
    axor = 3'b100,
    sr   = 3'b101,  
    aor  = 3'b110,
    aand = 3'b111
} arith_funct3_t;
typedef enum bit [2:0] {
    mul  = 3'b000,
    mulh  = 3'b001,
    mulhsu  = 3'b010,
    mulhu = 3'b011,
    div = 3'b100,
    divu   = 3'b101,
    rem  = 3'b110,
    remu = 3'b111
} mul_funct3_t;
typedef enum bit [3:0] {
    alu_add = 4'b0000,
    alu_sll = 4'b0001,
    alu_sra = 4'b0010,
    alu_sub = 4'b0011,
    alu_xor = 4'b0100,
    alu_srl = 4'b0101,
    alu_or  = 4'b0110,
    alu_and = 4'b0111,
    alu_mul = 4'b1000
} alu_ops;
typedef struct packed {
    rv32i_opcode opcode;
    logic [31:0] PC;
    alu_ops aluop;
    logic RegWrite;
    logic wb;
    logic alusrc;
    logic MEM_BRANCH;
    logic MEM_JAL;
    logic MEM_Read;
    logic MEM_Write;
    logic lui;
    logic auipc;
    logic [3:0] mbe;
} rv32i_control_word;
typedef enum bit [2:0] {
    plru = 3'b000,
    random = 3'b001,
    fifo = 3'b010,
    second_chance = 3'b011
} replacement_policy_t;
endpackage : rv32i_types
interface rvfi_itf(input clk, input rst);
    logic halt;
    logic commit;
    logic [63:0] order;
    logic [31:0] inst;
    logic trap;
    logic [4:0] rs1_addr;
    logic [4:0] rs2_addr;
    logic [31:0] rs1_rdata;
    logic [31:0] rs2_rdata;
    logic load_regfile;
    logic [4:0] rd_addr;
    logic [31:0] rd_wdata;
    logic [31:0] pc_rdata;
    logic [31:0] pc_wdata;
    logic [31:0] mem_addr;
    logic [3:0] mem_rmask;
    logic [3:0] mem_wmask;
    logic [31:0] mem_rdata;
    logic [31:0] mem_wdata;
    logic [15:0] errcode;
endinterface
module regfile
(
    input clk,
    input rst,
    input load,
    input [31:0] in,
    input [4:0] src_a, src_b, dest,
    output logic [31:0] reg_a, reg_b
);
logic [31:0] data [32];
always_ff @(posedge clk)
begin
    if (rst)
    begin
        for (int i=0; i<32; i=i+1) begin
            data[i] <= '0;
        end
    end
    else if (load && dest)
    begin
        data[dest] <= in;
    end
end
always_comb
begin
    reg_a = src_a ? data[src_a] : 0;
    reg_b = src_b ? data[src_b] : 0;
end
endmodule : regfile

===== ./run.sh =====
#!/bin/bash
# OpenROAD 26Q1-2900-gdf79404cd8, Yosys 0.63+post, stock flow scripts
make -C /OpenROAD-flow-scripts/flow DESIGN_CONFIG=/design/flow/config.mk WORK_HOME=/design/flow/orfs finish

===== ./config.mk =====
export PLATFORM = sky130hd
export DESIGN_NAME = regfile
export DESIGN_NICKNAME = regfile
export VERILOG_FILES = /design/flow/design.v
export SDC_FILE = /design/flow/constraint.sdc
export NUM_CORES = 4
export LEC_CHECK = 1
export CORE_UTILIZATION = 40

===== ./constraint.sdc =====
current_design regfile

set clk_period 15.8
set clk_io_pct 0.2

create_clock -name clk0 -period $clk_period [get_ports {clk}]

set non_clock_inputs [all_inputs -no_clocks]
set_input_delay [expr $clk_period * $clk_io_pct] -clock clk0 $non_clock_inputs
set_output_delay [expr $clk_period * $clk_io_pct] -clock clk0 [all_outputs]

==> Slide: Implementation Results <==
Implementation Results

STA
  – PnR worst setup slack: 5.27 ns
  – Min Clock Period, post-route: 10.53 ns
  – Worst rel slew slack: 27.5%
  – Max-slew violations: 0
  – Setup violations, final: 0
  – Final hold vios: 0
  – Total negative slack: 0 ns
  – RSZ-0062 raised after global routing: no
  – Highest Clock Rate: 94.9 MHz
  – Measured slew at the worst slew-check pin: 1.08 ns
  – Final Cycle Share: 66.7%

Route
  – Vias: 32151
  – DRC: 0
  – Routed WL: 174 mm
  – Post-route ant nets: 0
  – Routed vias/inst: 5.97
  – First-pass DRT Iterations: 8
  – DRT iter0 DRCs: 2201
  – WL/cell: 32.4 um

Clock network
  – Cts hold-fix bufs: 0
  – Clock sink count: 1024
  – Clock slew at reported path FFs: 0.06 ns
  – Htree depth: 3
  – CTS Buf Count: 105
  – Root Driver: clkbuf_16
  – Max clock buf depth: 3
  – Postcts setup bufs: 0
  – Post-CTS Resized: 0
  – TritonCTS clock tree: done

Worst setup path
  – CP required: 12.64 ns
  – Setup CP Type: input pin to primary output
  – CP arrival: 7.37 ns
  – Critical path peak fanout: 40
  – Critical Path End Type: primary output
  – Setup crit start kind: input pin

GRT
  – Pin count of the biggest net entering global routing: 59
  – Gr usage total: 28.1%
  – Busiest grt layer: met2
  – Vias in the first global route: 34864
  – Met1 Use GR: 35.0%
  – GR met2 Demand/Resource: 38.9%
  – Grt ovf: 0
  – Met3 GRT Util: 21.0%
  – Number of antenna violations at the first check in global routing: 11
  – First-pass GRT wire length: 249 mm

Cells and area
  – Top Layout Cells: edfxtp_1, and2_1, mux4_2
  – Largest regs: data: 1024 flops
  – Fraction of layout cells with a size suffix above 1: 24.6%
  – Top cell excl fill/tap: edfxtp_1
  – Max reg flops: 1024
  – P&R area growth vs syn: 11.6%
  – Finished Layout Cells: 5381
  – Top reg by flops: data

Power and ir drop
  – Leak: 20.5 nW
  – Net Switching: 1.57 mW
  – Int Power: 4.81 mW
  – Sw frac: 24.6%
  – Register share of total power: 50.3%
  – Clock share of power: 37.3%
  – Power Density: 106 nW/um2
  – Worst IR drop on VDD: 0.0816 mV
  – Combinational fraction of design power: 12.4%

Synth
  – Synth cell types: 42
  – Synth Flop Type: edfxtp_1
  – Sequential cell area fraction in the yosys report: 56.7%
  – Chip area in the Yosys report: 54200 um2
  – Mapped Cells: 3502
  – Number of enable flip-flop cells: 1024
  – Synth Register Bits: 1024
  – Synthesized area per cell: 15.5 um2
  – YS warnings: 1
  – # Cells Yosys: 3502
  – Cell area after synthesis: 54200 um2
  – Post-synth ARST share: 0%

Placed design
  – Routability cong.: 0.934
  – IO buf count: 113
  – Post-DP HPWL: 105 mm
  – Pre-CTS WS: 5.21 ns
  – Placed Cells: 5190

Flow run
  – Tool warnings: 26
  – Max Cap Viol: 0

Floorplanning
  – Row count: 134
  – Die width: 370 um
  – Area of the die: 137000 um2
  – Init Core Util: 40.5%
  – Die Y-Extent: 370 um
  – Core ar.: 134000 um2
  – I/O pin count: 114

Hold path
  – Min-delay worst type: input pin to flip-flop

Run status
  – Outcome: finished, final reports clean
worst max-delay path: stages:
cell             delay, ns
buf_8                 0.38
buf_4                 0.52
buf_4                 0.60
buf_4                 0.65
mux4_2                0.58
a2111oi_1             0.61
nor3_1                0.30
clkdlybuf4s50_1       0.50
synthesized netlist by cell type (16+ instances only):
cell	count	area [um2]
a2111oi_1	41	410
buf_2	42	210
clkbuf_1	272	1020
mux2_2	30	338
buf_6	22	248
buf_1	19	71.3
or2_2	33	206
mux2i_1	150	1500
nor3_1	54	270
mux4_2	472	10600
o22ai_1	103	644
and2_1	995	6220
nor2_1	36	135
edfxtp_1	1024	30700
a22o_1	51	447
a22oi_1	16	120
buf_4	32	240
stage by stage:
stage                     util, %  instance area (um2)  hold slack [ns]  total power [mW]
after floorplan                 -                54300             3.36              3.71
after global placement       42.8                57300             3.82              4.05
after detailed placement     42.8                57300             3.83              4.05
after CTS                    45.2                60500             3.08              6.42
after global routing         45.2                60500             3.10              6.57
final                        45.2                60500             3.12              6.39
power groups by stage:
stage         registers (mW)  logic, mW  clock network (mW)
CTS                     3.21      0.786                2.42
finish                  3.21      0.790                2.38
global route            3.23      0.830                2.51
cell type report:
cell class | instances | area (um2)
fillers | 11360 | 73400
well taps | 1768 | 2210
clock buffers | 130 | 2790
diodes | 3 | 7.51
clock inverters | 58 | 407
repair buffers | 276 | 2350
flip-flops and latches | 1024 | 30700
multi-input cells | 2120 | 22000
inverters | 2 | 7.51
layer usage:
layer | wire length [um] | part of all wire [%] | vias to the layer above
li1 | - | - | 13601
met1 | 59100 | 34 | 15813
met2 | 77100 | 44 | 2350
met3 | 30200 | 17 | 366
met4 | 7260 | 4.2 | 21
met5 | 540 | 0.31 | -
logic make-up (layout without fill, tap and decap cells):
logic type | count (synthesis) | in the layout | synth area share, %
simple gates | 1177 | 1177 | 13.3
flops | 1024 | 1024 | 56.7
buf+inv | 389 | 466 | 3.32
mux | 652 | 652 | 23.0
other cells | 1 | 35 | 0.00691
compound gates | 259 | 259 | 3.65
worst paths after layout:
check | from | endpoint | slack, ns | cells after the start
setup / recovery | src_b[0] | reg_b[27] | 5.27 | 8
hold / removal | rst | data[0][2] | 3.12 | 2
Power figures rest on the tool's default switching activity, not on a simulated workload.
