<file path="flow/config.mk">
export PLATFORM = sky130hd
export DESIGN_NAME = line_adapter
export DESIGN_NICKNAME = line_adapter
export VERILOG_FILES = /design/flow/design.v
export SDC_FILE = /design/flow/constraint.sdc
export NUM_CORES = 4
export LEC_CHECK = 1
export CORE_AREA = 10 10 252 252
export DIE_AREA = 0 0 262 262
</file>
<file path="flow/run.sh">
#!/bin/bash
# OpenROAD 26Q1-2900-gdf79404cd8, Yosys 0.63+post, stock flow scripts
make -C /OpenROAD-flow-scripts/flow DESIGN_CONFIG=/design/flow/config.mk WORK_HOME=/design/flow/orfs finish
</file>
<file path="flow/design.v">
package rv32i_types;
typedef logic [31:0] rv32i_word;
typedef logic [4:0] rv32i_reg;
typedef logic [3:0] rv32i_mem_wmask;
typedef enum bit [6:0] {
    op_lui   = 7'b0110111,  
    op_auipc = 7'b0010111,  
    op_jal   = 7'b1101111,  
    op_jalr  = 7'b1100111,  
    op_br    = 7'b1100011,  
    op_load  = 7'b0000011,  
    op_store = 7'b0100011,  
    op_imm   = 7'b0010011,  
    op_reg   = 7'b0110011,  
    op_csr   = 7'b1110011   
} rv32i_opcode;
typedef enum bit [2:0] {
    beq  = 3'b000,
    bne  = 3'b001,
    blt  = 3'b100,
    bge  = 3'b101,
    bltu = 3'b110,
    bgeu = 3'b111
} branch_funct3_t;
typedef enum bit [2:0] {
    lb  = 3'b000,
    lh  = 3'b001,
    lw  = 3'b010,
    lbu = 3'b100,
    lhu = 3'b101
} load_funct3_t;
typedef enum bit [2:0] {
    sb = 3'b000,
    sh = 3'b001,
    sw = 3'b010
} store_funct3_t;
typedef enum bit [2:0] {
    add  = 3'b000,  
    sll  = 3'b001,
    slt  = 3'b010,
    sltu = 3'b011,
    axor = 3'b100,
    sr   = 3'b101,  
    aor  = 3'b110,
    aand = 3'b111
} arith_funct3_t;
typedef enum bit [2:0] {
    mul  = 3'b000,
    mulh  = 3'b001,
    mulhsu  = 3'b010,
    mulhu = 3'b011,
    div = 3'b100,
    divu   = 3'b101,
    rem  = 3'b110,
    remu = 3'b111
} mul_funct3_t;
typedef enum bit [3:0] {
    alu_add = 4'b0000,
    alu_sll = 4'b0001,
    alu_sra = 4'b0010,
    alu_sub = 4'b0011,
    alu_xor = 4'b0100,
    alu_srl = 4'b0101,
    alu_or  = 4'b0110,
    alu_and = 4'b0111,
    alu_mul = 4'b1000
} alu_ops;
typedef struct packed {
    rv32i_opcode opcode;
    logic [31:0] PC;
    alu_ops aluop;
    logic RegWrite;
    logic wb;
    logic alusrc;
    logic MEM_BRANCH;
    logic MEM_JAL;
    logic MEM_Read;
    logic MEM_Write;
    logic lui;
    logic auipc;
    logic [3:0] mbe;
} rv32i_control_word;
typedef enum bit [2:0] {
    plru = 3'b000,
    random = 3'b001,
    fifo = 3'b010,
    second_chance = 3'b011
} replacement_policy_t;
endpackage : rv32i_types
interface rvfi_itf(input clk, input rst);
    logic halt;
    logic commit;
    logic [63:0] order;
    logic [31:0] inst;
    logic trap;
    logic [4:0] rs1_addr;
    logic [4:0] rs2_addr;
    logic [31:0] rs1_rdata;
    logic [31:0] rs2_rdata;
    logic load_regfile;
    logic [4:0] rd_addr;
    logic [31:0] rd_wdata;
    logic [31:0] pc_rdata;
    logic [31:0] pc_wdata;
    logic [31:0] mem_addr;
    logic [3:0] mem_rmask;
    logic [3:0] mem_wmask;
    logic [31:0] mem_rdata;
    logic [31:0] mem_wdata;
    logic [15:0] errcode;
endinterface
module line_adapter (
  output logic [255:0] mem_wdata_line,
  input logic [255:0] mem_rdata_line,
  input logic [31:0] mem_wdata,
  output logic [31:0] mem_rdata,
  input logic [3:0] mem_byte_enable,
  output logic [31:0] mem_byte_enable_line,
  input logic [31:0] address
);
assign mem_wdata_line = {8{mem_wdata}};
assign mem_rdata = mem_rdata_line[(32*address[4:2]) +: 32];
assign mem_byte_enable_line = {28'h0, mem_byte_enable} << (address[4:2]*4);
endmodule : line_adapter
</file>
<file path="flow/constraint.sdc">
current_design line_adapter

set clk_period 2.5
set clk_io_pct 0.2

create_clock -name clk0 -period $clk_period

set non_clock_inputs [all_inputs -no_clocks]
set_input_delay [expr $clk_period * $clk_io_pct] -clock clk0 $non_clock_inputs
set_output_delay [expr $clk_period * $clk_io_pct] -clock clk0 [all_outputs]
</file>
==> impl_metrics.py <==
# Metrics from the implementation run
metrics = {
    "setup_path": {
        "worstPathArrival_ns": 1.99,
        "critical_path_class": "input port to output pin",
        "required_ns": 2.00,
        "path_max_fanout": 8,
        "setup.worst_path.end_class": "output pin",
        "cp-start-kind": "input port",
    },
    "sta": {
        "fin_setup_tns_ns": 0,
        "slew_headroom": 0.7652,
        "fin_crit_sh": 0.9945,
        "fmax_mhz": 402.2,
        "setup_violations": 0,
        "hold_violations": 0,
        "rsz0062_at_grt": "true",
        "hold_slack_ns": 1.000,
        "worst_slew_pin_slew_ns": 0.3521,
        "fin_crit_ns": 2.486,
        "slew_violations": 0,
    },
    "global_routing": {
        "grt_util_all_layers": 0.05333,
        "grt-busiest-layer": "met2",
        "met1_usage": 0.04561,
        "grt_pass1_wl_um": 26500,
        "grt-ovfl-total": 0,
        "antenna_found_initial": 8,
        "use_met3": 0.03702,
        "grt_max_degree": 34,
        "first_global_vias": 3891,
        "met2_usage": 0.09322,
    },
    "die": {
        "die_h_um": 262,
        "io_pins": 644,
        "fp-utilization": 0.07316,
        "chipArea_um2": 68640,
        "die_w_um": 262,
        "core-area_um2": 57810,
        "fp-row-count": 88,
    },
    "run": {
        "max_cap_viol_count": 0,
        "tool_warnings": 63,
    },
    "pwr": {
        "combPwrFrac": 1.000,
        "p_clk_frac": 0,
        "p_seq_frac": 0,
        "powerDensity_nw_per_um2": 149.6,
        "switching_share": 0.2636,
        "internal-power_uw": 763.4,
        "switchingPower_uw": 273.2,
        "peakVddDrop_v": 0.00008169,
        "leakagePower_nw": 2.406,
    },
    "placed_design": {
        "port_buffers": 327,
        "gp_congestion": 0.8721,
        "dp_hpwl_um": 17070,
    },
    "route": {
        "viasPerCell": 2.588,
        "drt.antenna.violating_nets": 0,
        "dr_total_vias": 3308,
        "routedWlPerCell_um": 15.38,
        "drc": 0,
        "first_pass_iters": 4,
        "drt_iter0_drc": 93,
        "wl_um": 19660,
    },
    "logic_synthesis": {
        "synthesis.area_um2": 4229,
        "ys_warn_count": 0,
        "netlist_instances": 419,
        "synth_seq_share": 0,
        "ys_area_um2": 4229,
        "syn-mean-instance-area_um2": 10.09,
        "ys_types": 12,
        "ys_cells": 419,
    },
    "outcome": {
        "status": "completed",
    },
    "worst_hold_path": {
        "hold_class": "input port to output pin",
        "min_to": "mem_wdata_line[0]",
        "hold_depth": 0,
        "min-delay-start": "mem_wdata[0]",
    },
    "final_layout": {
        "flop_area_um2": 0,
        "lay_top_count": "clkdlybuf4s50_1",
        "layout-area-overhead-vs-synth_pct": 63.82,
        "seq_cells": 0,
        "clkbuf_count": 0,
        "drive_gt1_frac": 0.3072,
        "lay_top_cells": "clkdlybuf4s50_1 (282), mux4_2 (52), dlygate4sd2_1 (25)",
        "fin_util": 0.1198,
    },
    "clock_tree": {
        "cts_hold_buf": 0,
    },
}
[metrics by stage]
stage | cell area [um2] | total power, mW | std cells | setup slack [ns]
2_1_floorplan | 4229 | 0.5437 | 419 | 0.4375
3_3_place_gp | 6585 | 0.9660 | 1253 | -0.2706
3_5_place_dp | 6585 | 0.9686 | 1253 | -0.2665
4_1_cts | 6837 | 1.034 | 1271 | -0.1080
5_1_grt | 6923 | 1.104 | 1276 | -0.03983
6_report | 6928 | 1.037 | 1278 | 0.01386
[how the worst max path moves through the flow]
stage,startpoint,endpoint,slack (ns),depth (start not counted)
after CTS,mem_rdata_line[118],mem_rdata[22],-0.11,4
after global routing,address[2],mem_rdata[10],-0.04,7
final,address[2],mem_rdata[10],0.01,7
[critical path: stages]
cell and delay, ns:
buf_16 0.10, buf_16 0.15, buf_8 0.11, buf_4 0.09
mux4_1 0.51, mux2_2 0.26, dlygate4sd2_1 0.24
[per-layer routing]
layer / wire length, um / share of wire
met1: 5754 / 0.29
met4: 928 / 0.047
met5: 69 / 0.0035
met3: 3569 / 0.18
met2: 9336 / 0.47
[kinds of logic after synthesis]
family | share of synthesized area
buffers and inverters | 0.4917
muxes | 0.4651
and+or+nand+nor | 0.04320
[Yosys cell counts, drive strengths merged]
library cell	n	area, um2
nand2b	6	37.54
nand2	5	18.77
clkbuf	10	37.54
nor2	32	120.1
mux2	32	360.4
mux4	64	1607
buf	269	2042
or2	1	6.260
[final cells by class]
class | instances | area, um2
Antenna cell | 2 | 5.005
Fill cell | 6522 | 50880
Multi-Input combinational cell | 140 | 2178
Tap cell | 765 | 957.2
Timing Repair Buffer | 371 | 3787
[what timing repair did]
item / 4_1_cts / 5_1_grt
gates cloned: 3 / 0
gates resized: 122 / 42
hold endpoints to repair: 0 / 0
setup endpoints to repair: 37 / 30
buffers inserted: 15 / 7
[power by group through the flow]
stage | sequential (mW) | combinational (mW) | clock (mW)
CTS | 0 | 1.03 | 0
finish | 0 | 1.04 | 0.000000109
global route | 0 | 1.10 | 0
No activity file was given, so power comes from the tool's default toggle rates.
