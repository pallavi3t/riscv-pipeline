`/design/flow/run.sh`:
```
#!/bin/bash
# OpenROAD 26Q1-2900-gdf79404cd8, Yosys 0.63+post, stock flow scripts
make -C /OpenROAD-flow-scripts/flow DESIGN_CONFIG=/design/flow/config.mk WORK_HOME=/design/flow/orfs finish
```
`/design/flow/config.mk`:
```
export PLATFORM = sky130hd
export DESIGN_NAME = cacheline_adapter
export DESIGN_NICKNAME = cacheline_adapter
export VERILOG_FILES = /design/flow/design.v
export SDC_FILE = /design/flow/constraint.sdc
export NUM_CORES = 4
export LEC_CHECK = 1
export CORE_AREA = 10 10 391 391
export DIE_AREA = 0 0 401 401
```
`/design/flow/constraint.sdc`:
```
current_design cacheline_adapter

set clk_period 19.3
set clk_io_pct 0.2

create_clock -name clk0 -period $clk_period [get_ports {clk}]

set non_clock_inputs [all_inputs -no_clocks]
set_input_delay [expr $clk_period * $clk_io_pct] -clock clk0 $non_clock_inputs
set_output_delay [expr $clk_period * $clk_io_pct] -clock clk0 [all_outputs]
```
`/design/flow/design.v`:
```
package rv32i_types;
typedef logic [31:0] rv32i_word;
typedef logic [4:0] rv32i_reg;
typedef logic [3:0] rv32i_mem_wmask;
typedef enum bit [6:0] {
    op_lui   = 7'b0110111,  
    op_auipc = 7'b0010111,  
    op_jal   = 7'b1101111,  
    op_jalr  = 7'b1100111,  
    op_br    = 7'b1100011,  
    op_load  = 7'b0000011,  
    op_store = 7'b0100011,  
    op_imm   = 7'b0010011,  
    op_reg   = 7'b0110011,  
    op_csr   = 7'b1110011   
} rv32i_opcode;
typedef enum bit [2:0] {
    beq  = 3'b000,
    bne  = 3'b001,
    blt  = 3'b100,
    bge  = 3'b101,
    bltu = 3'b110,
    bgeu = 3'b111
} branch_funct3_t;
typedef enum bit [2:0] {
    lb  = 3'b000,
    lh  = 3'b001,
    lw  = 3'b010,
    lbu = 3'b100,
    lhu = 3'b101
} load_funct3_t;
typedef enum bit [2:0] {
    sb = 3'b000,
    sh = 3'b001,
    sw = 3'b010
} store_funct3_t;
typedef enum bit [2:0] {
    add  = 3'b000,  
    sll  = 3'b001,
    slt  = 3'b010,
    sltu = 3'b011,
    axor = 3'b100,
    sr   = 3'b101,  
    aor  = 3'b110,
    aand = 3'b111
} arith_funct3_t;
typedef enum bit [2:0] {
    mul  = 3'b000,
    mulh  = 3'b001,
    mulhsu  = 3'b010,
    mulhu = 3'b011,
    div = 3'b100,
    divu   = 3'b101,
    rem  = 3'b110,
    remu = 3'b111
} mul_funct3_t;
typedef enum bit [3:0] {
    alu_add = 4'b0000,
    alu_sll = 4'b0001,
    alu_sra = 4'b0010,
    alu_sub = 4'b0011,
    alu_xor = 4'b0100,
    alu_srl = 4'b0101,
    alu_or  = 4'b0110,
    alu_and = 4'b0111,
    alu_mul = 4'b1000
} alu_ops;
typedef struct packed {
    rv32i_opcode opcode;
    logic [31:0] PC;
    alu_ops aluop;
    logic RegWrite;
    logic wb;
    logic alusrc;
    logic MEM_BRANCH;
    logic MEM_JAL;
    logic MEM_Read;
    logic MEM_Write;
    logic lui;
    logic auipc;
    logic [3:0] mbe;
} rv32i_control_word;
typedef enum bit [2:0] {
    plru = 3'b000,
    random = 3'b001,
    fifo = 3'b010,
    second_chance = 3'b011
} replacement_policy_t;
endpackage : rv32i_types
interface rvfi_itf(input clk, input rst);
    logic halt;
    logic commit;
    logic [63:0] order;
    logic [31:0] inst;
    logic trap;
    logic [4:0] rs1_addr;
    logic [4:0] rs2_addr;
    logic [31:0] rs1_rdata;
    logic [31:0] rs2_rdata;
    logic load_regfile;
    logic [4:0] rd_addr;
    logic [31:0] rd_wdata;
    logic [31:0] pc_rdata;
    logic [31:0] pc_wdata;
    logic [31:0] mem_addr;
    logic [3:0] mem_rmask;
    logic [3:0] mem_wmask;
    logic [31:0] mem_rdata;
    logic [31:0] mem_wdata;
    logic [15:0] errcode;
endinterface
module cacheline_adapter
(
    input clk,
    input reset_n,
    input logic [255:0] line_i,
    output logic [255:0] line_o,
    input logic [31:0] address_i,
    input read_i,
    input write_i,
    output logic resp_o,
    input logic [63:0] burst_i,
    output logic [63:0] burst_o,
    output logic [31:0] address_o,
    output logic read_o,
    output logic write_o,
    input resp_i
);
    typedef enum bit [2:0] {IDLE, WAITR, WAITW, R, W, DONE} macro_t;
    struct packed {
        macro_t macro;
        logic [1:0] count;
    } state;
    localparam logic [1:0] maxcount = 2'b11;
    logic [255:0] linebuf;
    logic [31:0] addressbuf;
    assign line_o = linebuf;
    assign address_o = addressbuf;
    assign burst_o = linebuf[64 * state.count +: 64];
    assign read_o = ((state.macro == WAITR) || (state.macro == R));
    assign write_o = ((state.macro == WAITW) || (state.macro == W));
    assign resp_o = state.macro == DONE;
    enum bit [1:0] {READ_OP, WRITE_OP, NO_OP} op;
    assign op = read_i ? READ_OP : write_i ? WRITE_OP : NO_OP;
    always_ff @(posedge clk) begin
        if (~reset_n) begin
            state.macro <= IDLE;
        end
        else begin
            case (state.macro)
            IDLE: begin
                case (op)
                    NO_OP: ;
                    WRITE_OP: begin
                        state.macro <= WAITW;
                        linebuf <= line_i;
                        addressbuf <= address_i;
                        state.count <= 2'b00;
                    end
                    READ_OP: begin
                        state.macro <= WAITR;
                        addressbuf <= address_i;
                    end
                endcase
            end
            WAITR: begin
                if (resp_i) begin
                    state.macro <= R;
                    state.count <= 2'b01;
                    linebuf[63:0] <= burst_i;
                end
            end
            WAITW: begin
                if (resp_i) begin
                    state.macro <= W;
                    state.count <= 2'b01;
                end
            end
            R: begin
                if (state.count == maxcount) begin
                    state.macro <= DONE;
                end
                linebuf[64*state.count +: 64] <= burst_i;
                state.count <= state.count + 2'b01;
            end
            W: begin
                if (state.count == maxcount) begin
                    state.macro <= DONE;
                end
                state.count <= state.count + 2'b01;
            end
            DONE: begin
                state.macro <= IDLE;
            end
            endcase
        end
    end
endmodule : cacheline_adapter
```
==> flow_summary.ini <==
; physical design summary
[setup_path]
cp_num_buf_inv = 3
end_kind = output port
crit_chain = buf_4 > buf_4 > mux4_2 > clkdlybuf4s50_1
cp_common_cell = buf_4
critPathTopFamily = buffers and inverters
slowest_delay_ns = 0.60
cp_max_fo = 28
ff2ff_setup_slack_ns = 14.79
critical-path-slowest-cell = mux4_2
crit_type = reg2out
arrival_ns = 3.02
crit_required_ns = 15.44
start_kind = flop

[clock_network]
cts_tree = built
cts_hold_buffers = 0
cts_buffers = 38
postCtsSetupBuffers = 0
root_buffer = clkbuf_16
htree_levels = 2
clockBufferDepth = 3
clock.latency.late_pin_ns = 0.59
cts.clk_slew.worst_paths_ns = 0.06
cts_resized = 0
clkSinkCount = 293

[floorplan]
die_y_um = 401
die_area_um2 = 161000
die_w_um = 401
initial_core_util_pct = 11.1
core_um2 = 144000
num_rows = 139
pin_count = 712

[yosys]
post-synth-top-count-cell = edfxtp_1
ys_seq_elements = 293
common_cells = edfxtp_1 (290), nand2_1 (201), nor2b_1 (198)
netlist_area_um2 = 16100
syn_inst = 1506
avgSynthCellArea_um2 = 10.7
synthArstFlopShare_pct = 0
synth-cells-yosys = 1506
top_cells_by_area = edfxtp_1 (54%), mux4_2 (9.0%), nor2b_1 (7.7%)
synth.distinct_cells = 37
synth-edff-count = 290
ys_area_um2 = 16100
seq_area_frac_synth_pct = 54.6
synth_top_flop_cell = edfxtp_1
yosysTopAreaCellShare_pct = 54.3
yosys_warnings = 1
largest_area_cell = edfxtp_1

[power_and_ir_drop]
powerDensity_nw_per_um2 = 107
p_leak_nw = 8.84
ir_drop_uv = 89.7

[place]
place_congestion = 0.966
hpwl_um = 79900
post-place-ws_ns = 12.24
io_buffers = 711

[outcome]
status = completed

[timing]
slew_headroom_pct = 46.2
finalSetupViolations = 0
post-route-min-period_ns = 6.88
fmax_ghz = 0.145
slew_viol_final = 0
final.setup.worst_slack_ns = 12.42
fin_hold_ws_ns = 0.655
hold_viol = 0
worst_slew_pin_slew_ns = 0.805
fin_skew_ns = 0.0267
setup-tns-final_ns = 0
period_used_pct = 35.7
rsz0062_at_grt = false

[detailed_routing]
avgViaCountPerCell = 3.80
vias = 15574
drc = 0
drtIter0Drc = 943
drt_first_pass_iters = 5
postRouteAntennaNets = 0
wl_per_cell_um = 24.8
wirelength_um = 102000

[global_route]
antenna_found_initial = 23
gr-usage-all-layers_pct = 12.4
grt_max_degree = 81
grt_pass1_vias = 16086
grt_pass1_wl_um = 138000
grt-ovfl-total = 0

[finish]
syn2layout_area_growth_pct = 65.1
final_core_util_pct = 18.4
final_layout_size_suffix_gt1_share_pct = 7.50

[hold_path]
hp-class = reg2reg

[run]
cap_violations = 0
warning_count = 29
-- worst register-to-register path, delay by kind of cell (launching register included) --
kind / cells / cell delay, ns
buffers and inverters: 6 / 2.40
AND/OR/NAND/NOR: 2 / 0.95
AND-OR/OR-AND: 1 / 0.26
flip-flops: 1 / 0.60
-- where the power goes --
part	switching, W	internal [W]	leakage (nW)
Combinational	0.000661	0.000548	5.61
Clock	0.000310	0.000376	0.540
Sequential	0.000102	0.000851	2.68
-- routing by layer --
metal | up-vias | wire length, um | global-route usage [%]
met2 | 909 | 45400 | 18.6
met1 | 7631 | 38600 | 14.8
met4 | 24 | 3590 | 3.86
met3 | 140 | 13900 | 7.31
li1 | 6870 | - | -
met5 | - | 150 | 0
-- state kept, by name, indices dropped and copies added (netlist names) --
| register | flops |
|---|---|
| addressbuf | 32 |
| linebuf | 256 |
| state | 5 |
-- cell families after synthesis --
| kind of cell | Yosys count | share of synthesized area (%) |
|---|---|---|
| and+or+nand+nor | 544 | 16.0 |
| adders and majority gates | 5 | 0.390 |
| buffers and inverters | 133 | 3.55 |
| muxes | 67 | 9.17 |
| xor gates and xnor gates | 1 | 0.0546 |
| DFF | 293 | 54.6 |
| AOI/OAI and AO/OA | 463 | 16.2 |
-- through the flow --
step           instances  total power [W]  cell area (um^2)
2_1_floorplan       1506          0.00146             16100
3_3_place_gp        4025          0.00219             25400
3_5_place_dp        4025          0.00220             25400
4_1_cts             4089          0.00291             26500
5_1_grt             4094          0.00302             26500
6_report            4098          0.00285             26500
-- final timing paths --
check / to / start / depth (start not counted)
worst max-delay path: burst_o[28] / state[0]$_DFFE_PP_ / 4
worst min-delay path: linebuf[57]$_DFFE_PP_ / linebuf[57]$_DFFE_PP_ / 2
worst max register to register: linebuf[222]$_DFFE_PP_ / state[4]$_SDFFE_PN0P_ / 9
worst min register to register: linebuf[57]$_DFFE_PP_ / linebuf[57]$_DFFE_PP_ / 2
-- final cells by class --
type,instances,area [um^2]
multi-input cells,1080,6820
inverters,5,21.3
clock buffers,45,977
clock inverters,19,148
diodes,9,22.5
flip-flops and latches,293,8770
repair buffers,744,7360
well taps,1903,2380
fillers,15803,118000
-- cells in the final DEF, fill, tap and decap left out, types with 2 or more instances in the layout --
master,count
a221oi_1,64
nand2_4,2
inv_1,2
nor3_1,3
and3_4,2
inv_6,3
o31ai_1,2
o311ai_0,2
nor2_1,134
clkinv_1,7
nand2b_1,2
nand2_1,199
a21oi_4,2
dfxtp_1,3
mux4_2,64
mux2i_1,2
edfxtp_1,290
clkinvlp_4,3
ha_1,2
o21ai_0,180
a21oi_1,192
buf_4,33
clkinv_2,3
clkbuf_1,7
inv_2,2
ha_4,3
o21ai_1,14
clkdlybuf4s50_1,711
nor2b_1,197
diode_2,9
clkbuf_16,38
Power is estimated from default activity; no workload was simulated.
